==> ./config.mk <==
export PLATFORM = sky130hd
export DESIGN_NAME = top
export DESIGN_NICKNAME = top
export VERILOG_FILES = /design/flow/design.v
export SDC_FILE = /design/flow/constraint.sdc
export NUM_CORES = 4
export LEC_CHECK = 1
export CORE_UTILIZATION = 40
==> ./constraint.sdc <==
current_design top

set clk_period 34.2
set clk_io_pct 0.2

create_clock -name clk0 -period $clk_period [get_ports {clk}]

set non_clock_inputs [all_inputs -no_clocks]
set_input_delay [expr $clk_period * $clk_io_pct] -clock clk0 $non_clock_inputs
set_output_delay [expr $clk_period * $clk_io_pct] -clock clk0 [all_outputs]
==> ./design.v <==
module cpu
(
	input rst,
	input clk,
	output reg [23:0] address,
	output reg read,
	input [31:0] dataIn,
	output reg write,
	output reg [31:0] dataOut,
	output reg [1:0] byteCount,
	input dataInReady,	 
	input dataOutReady
);
localparam STATE_LOAD_OPCODE = 3'd0;
localparam STATE_DECODE_OPCODE = 3'd1;
localparam STATE_LOAD_BYTE = 3'd2;
localparam STATE_LOAD_WORD = 3'd3;
localparam STATE_LOAD_DWORD = 3'd4;
localparam STATE_PUSH = 3'd5;
localparam STATE_PUSH_DONE = 3'd6;
localparam OPCODE_PUSH = 8'd0;
localparam OPCODE_POP = 8'd1;
localparam OPCODE_STOR = 8'd2;
localparam OPCODE_LOAD = 8'd3;
localparam OPCODE_PUSHB = 8'd4;
localparam OPCODE_PUSHW = 8'd5;
localparam OPCODE_CLONE = 8'd6;
localparam OPCODE_LOADS = 8'd7;
localparam OPCODE_STORS = 8'd8;
localparam OPCODE_SWAP = 8'd9;
localparam OPCODE_JMP = 8'd16;
localparam OPCODE_JZ = 8'd17;
localparam OPCODE_JNZ = 8'd18;
localparam OPCODE_JG = 8'd19;
localparam OPCODE_JGE = 8'd20;
localparam OPCODE_JE = 8'd21;
localparam OPCODE_JNE = 8'd22;
localparam OPCODE_AND = 8'd32;
localparam OPCODE_OR = 8'd33;
localparam OPCODE_XOR = 8'd34;
localparam OPCODE_NOT = 8'd35;
localparam OPCODE_INC = 8'd36;
localparam OPCODE_DEC = 8'd37;
localparam OPCODE_ADD = 8'd38;
localparam OPCODE_SUB = 8'd39;
localparam OPCODE_SHL = 8'd40;
localparam OPCODE_SHR = 8'd41;
localparam OPCODE_MUL = 8'd42;
localparam OPCODE_NEG = 8'd45;
localparam OPCODE_ABS = 8'd46;
localparam OPCODE_DEBUG = 8'd254;
localparam OPCODE_NOP = 8'd255;
reg [2:0] state = STATE_LOAD_OPCODE;
reg [31:0] IP = 256;
reg [31:0] SP = 0;
reg [7:0] opcode;
reg [31:0] AX;
reg [31:0] BX;
wire [15:0] nSP;
assign nSP = SP - 16'd2;
always @(posedge clk) begin
	if(rst) begin
		address <= 0;
		read <= 0;
		write <= 0;
		state <= STATE_LOAD_OPCODE;
		IP <= 16'h100;
		SP <= 0;
		dataOut <= 0;
		byteCount <= 0;
	end else begin
		case(state)
			STATE_LOAD_OPCODE:
				begin
					write <= 1'b0;
					address <= IP;
					IP <= IP + 1'b1;
					byteCount <= 1'b0;
					read <= 1'b1;
					state <= STATE_DECODE_OPCODE;
				end
			STATE_DECODE_OPCODE:
				if (dataInReady) begin
					opcode <= dataIn;
					if(dataIn == OPCODE_PUSH) begin
						state <= STATE_LOAD_DWORD;
						address <= IP;
						IP <= IP + 3'd4;
						read <= 1'b1;
						byteCount <= 2'd3;
					end else if(dataIn == OPCODE_PUSHB) begin
						state <= STATE_LOAD_BYTE;
						address <= IP;
						IP <= IP + 1'd1;
						read <= 1'b1;
						byteCount <= 2'd0;
					end else if(dataIn == OPCODE_PUSHW) begin
						state <= STATE_LOAD_WORD;
						address <= IP;
						IP <= IP + 2'd2;
						read <= 1'b1;
						byteCount <= 2'd1;
					end else if(dataIn == OPCODE_JMP) begin
						IP <= 16'h100;
						read <= 1'b0;
						state <= STATE_LOAD_OPCODE;
					end else begin
						state <= STATE_LOAD_OPCODE;
						read <= 0;
						write <= 0;
					end
				end
			STATE_LOAD_BYTE:
				if (dataInReady) begin
					AX <= {24'b0, dataIn[7:0]};
					read <= 1'b0;
					state <= STATE_LOAD_OPCODE;
				end
			STATE_LOAD_WORD:
				if (dataInReady) begin
					AX <= {16'b0, dataIn[15:0]};
					state <= STATE_LOAD_OPCODE;
					read <= 1'b0;
				end
			STATE_LOAD_DWORD:
				if (dataInReady) begin
					AX <= dataIn;
					read <= 1'b0;
					state <= STATE_LOAD_OPCODE;
				end	
			STATE_PUSH:
				if (dataOutReady) begin
					write <= 1'b1;
					address <= address + 1'b1;
					dataOut <= AX[15:8];
					state <= STATE_PUSH_DONE;
				end
			STATE_PUSH_DONE:
				if (dataOutReady) begin
					state <= STATE_LOAD_OPCODE;
					write <= 1'b0;
				end
		endcase
	end
end
endmodule
module mmu
(
	input rst,
	input clk,
	input [23:0] address,
	input read,
	output reg [31:0] dataOut, 	 
	input write,
	input [31:0] dataIn,		 
	input [1:0] byteCount,		 
	output reg dataOutReady,	 
	output reg dataInReady
);
reg [7:0] sram[255:0];
reg [7:0] rom[255:0];
initial begin
	rom[0] = 8'h05;
	rom[1] = 8'hBA;
	rom[2] = 8'hAD;
	rom[3] = 8'h05;
	rom[4] = 8'hF0;
	rom[5] = 8'h0D;
	rom[6] = 8'h10;
	rom[7] = 8'h00;
	rom[8] = 8'h00;
	rom[9] = 8'h00;
	rom[10] = 8'h00;
	rom[11] = 8'h00;
	rom[12] = 8'h00;
	rom[13] = 8'h00;
	rom[14] = 8'h00;
	rom[15] = 8'h00;
end
reg [1:0] byteNumber;
reg readActive;
reg writeActive;
always @(posedge clk) begin
	if(rst) begin
		dataOut <= 0;
		dataInReady <= 0;
		dataOutReady <= 0;
		readActive <= 0;
	end else begin
		if(dataOutReady || dataInReady) begin
			dataInReady <= 1'b0;
			dataOutReady <= 1'b0;
		end else begin
			if(read) begin
			 	if(readActive) begin
					if(!address[8]) begin
						dataOut <= dataOut | (sram[address[7:0] + byteNumber] << (byteNumber * 8));
					end else begin
						dataOut <= dataOut | (rom[address[7:0] + byteNumber] << (byteNumber * 8));
					end
					if(byteNumber != byteCount) begin
						byteNumber <= byteNumber + 1;
					end else begin
						byteNumber <= 0;  
						dataOutReady <= 1'b1;
						readActive <= 1'b0;
					end
				end else begin
					byteNumber <= 0;
					readActive <= 1;
					dataOut <= 0;
				end
			end else if (write) begin
			 	if(writeActive) begin
					if(!address[8]) begin	
						sram[address[7:0] + byteNumber]	<= (dataIn >> (byteNumber * 8));
					end else begin
					end
					if(byteNumber != byteCount) begin
						byteNumber <= byteNumber + 1;
					end else begin
						byteNumber <= 0;  
						dataInReady <= 1'b1;
						writeActive <= 1'b0;
					end
				end else begin
					byteNumber <= 0;
					writeActive <= 1;
				end
			end 
		end
	end
end
endmodule
module top
(
	input nrst,
    input clk,
	inout [7:0] io,
	input [7:0] in,
	output [7:0] out,
    output [5:0] led
);
wire [23:0] address;
wire [7:0] addressLow = address[7:0];
wire [7:0] addressHigh = address[15:8];
reg [3:0] state = 3'b0;
wire write;
wire read;
wire addressLatch0 = out[0];
wire addressLatch1 = out[1];
wire RAMChipEnable = out[2];
wire RAMRead = out[3];
wire RAMWrite = out[4];
wire ROMChipEnable = out[5];
wire ROMRead = out[6];
wire dataOutReady;
wire dataInReady;
assign out[7] = 0;
wire [31:0] dataOut;
wire [31:0] dataIn;
wire [1:0] byteCount;
reg [31:0] clockCounter = 0;
wire clk2 = clockCounter[20];
mmu memEmu (.rst(!nrst), .clk(clk2),
	.address(address),
	.read(read),
	.dataOut(dataIn),
	.write(write),
	.dataIn(dataOut),
	.byteCount(byteCount),
	.dataOutReady(dataInReady),
	.dataInReady(dataOutReady));
cpu cpu0 (.rst(!nrst), .clk(clk2),
	.address(address),
	.read(read),
	.dataIn(dataIn),
	.write(write),
	.dataOut(dataOut),
	.byteCount(byteCount),
	.dataInReady(dataInReady),
	.dataOutReady(dataOutReady));
reg [7:0] busByte = 0;
reg [7:0] cachedInByte = 0;
assign io = busByte;  
reg [5:0] ledFlop = 6'd0;
assign led = ledFlop;
always @(posedge clk) begin
    clockCounter <= clockCounter + 1;
		ledFlop[4:0] <= ~dataIn[4:0];
		ledFlop[5:5] <= ~clk2;
end
endmodule
==> ./run.sh <==
#!/bin/bash
# OpenROAD 26Q1-2900-gdf79404cd8, Yosys 0.63+post, stock flow scripts
make -C /OpenROAD-flow-scripts/flow DESIGN_CONFIG=/design/flow/config.mk WORK_HOME=/design/flow/orfs finish
==> changes_impl.md <==
### Implementation results

- Outcome: finished, final reports clean
- CTS Buf Count: 3
- Non-Filler Instances: 6794
- Worst Path Arrival: 1.01 ns
- PwrDens: 0.683 mW/mm^2
- Filler cells: 17800
- Root buffer cell: clkbuf_16
- FP Core Util: 0.404
- Yosys cell count: 4050
- Routability Congestion: 0.909
- DP Wirelength: 127000 um
- Die X: 462 um
- Endpoints left unconstrained: 4191
- Top cell type by total area after synthesis: edfxtp_1
- WP data required: 27.36 ns
- CP endpoint kind: output pin
- DRT iter0 DRCs: 2635
- Buf/Inv on CP: 1
- Slew @ Worst Pin: 1.03 ns
- Area grow syn2layout: 4.25%
- Core Area: 0.210 sq mm
- Die height: 462 um
- Final core occ: 0.421
- Critical path cell sequence: clkdlybuf4s50_1
- Slowest cell delay on critical path: 0.44 ns
- CTS clock-pin slew for the worst setup and hold paths: 0.07 ns
- DR vias: 38700
- Tmin final: 7.85 ns
- DRC viols: 0
- Element type at the critical path start: flop
- Share of cells above drive strength 1: 0.211
- Routed length per instance: 29.1 um
- Total Wirelength: 197000 um
- Peak VDD IR: 38.9 uV
- Worst path slowest cell: clkdlybuf4s50_1
- Post-synth regs: 2154
- F_max: 127 MHz
- Chip Area, Yosys: 0.0848 sq mm
- Placed insts: 6787
- Final period util: 0.230
- Total global-route track usage: 0.204
- # rows: 168
- Post-synthesis async set-or-reset flop share: 0
- First-pass GRT wire length: 289000 um
- Area leader share: 0.729
- Synth Flop Type: edfxtp_1
- Cell family with most CP delay: buffers and inverters
- Worst Path Max Fanout: 1
- Hold slack: 0.438 ns
- Setup slack after layout: 26.35 ns
- Final instance area: 0.0884 sq mm
- Worst min-delay path class: flop to flop
- Dpl ws: 26.63 ns
- Leak: 24.5 nW
- DP Area: 0.0883 sq mm
- Avg Cell Area, Syn: 20.9 sq um
- Post-CTS Setup Inserts: 0
- Vias in the first global route: 41000
- RSZ-0062 raised after global routing: false
- Adder share: 0.00201
- Number of max-cap violations: 0
- CTS Buffer Depth: 2
- Gr ovfl total: 0
- Post-synth top cells: 2059 x edfxtp_1, 609 x mux4_2, 350 x nor2_1
- Power Total: 0.0604 mW
- Router iterations before antenna repair: 6
- Yosys aoi share: 0.0228
- Antenna viol nets, final: 0
- Post-CTS resize count: 0
- Final hold violations: 0
- Yosys warning count: 10
- Main area contributors: edfxtp_1 73%, mux4_2 16%, dfxtp_1 2.2%
- Latency at later pin: 0.26 ns
- Setup TNS: 0 ns
- Mux area share: 0.166
- Logic family by area: multiplexers
- Slew Viols, Final: 0
- Count of unclocked register or latch pins: 2127
- Port-buffer cells: 7
- Tool warnings: 76
- Most common cell in the synthesized netlist: edfxtp_1
- Unique cell types: 84
- EDFF count, synth: 2059
- Total die size: 0.214 sq mm
- Crit path kind: flop to output pin
- Initial antenna violation count: 2
- Yosys xor share: 0.00331
- CTS H-Tree Depth: 1
- Setup Skew: 0.00272 ns
- Max-slew headroom: 0.314
- # IOs: 32
- Seq share, synth: 0.752
- Via-per-instance ratio: 5.69
- Number of hold buffers added after cts: 0
- Post-Syn Area: 0.0848 sq mm
- Endpoints failing setup: 0
- CTS tree: done
- Post-Synthesis Cells: 4050
- Largest net degree at the start of global routing: 244
- Yosys simple share: 0.0345
[kinds of logic after synthesis]
family / after synthesis
flops: 2154
other cells: 1
buf+inv: 275
fa+ha+maj: 13
xor+xnor: 32
compound gates: 266
mux: 644
simple gates: 665
[state kept, by name (all words and copies together) (netlist names), 2 cells and up]
register and count:
cpu0.dataOut 8, cpu0.state 3, ledFlop 6, cpu0.IP 9, memEmu.sram 2048, cpu0.AX 8
memEmu.byteNumber 2, cpu0.address 9, memEmu.dataOut 32, clockCounter 21, cpu0.byteCount 2
[placed cells by master (no fill, tap or decap), types with 27 or more instances in the layout]
cell,instances
a21oi_1,29
and2_1,27
buf_4,160
dfxtp_1,94
edfxtp_1,2059
mux4_2,609
nand2_1,119
nand3_1,30
nor2_1,350
o21ai_0,35
o22ai_1,40
[per-layer routing]
layer,global-route usage,vias up,share of wire
li1,-,16400,-
met1,0.280,20200,0.35
met2,0.302,1975,0.48
met3,0.130,120,0.15
met4,0.0276,8,0.019
met5,0.00290,-,0.00054
[path summary, 6_finish.rpt]
| check | endpoint | depth (start not counted) | slack (ns) | start |
|---|---|---|---|---|
| setup / recovery | led[1] | 1 | 26.35 | ledFlop[1] |
| hold / removal | clockCounter[0] | 1 | 0.44 | clockCounter[0] |
| setup reg to reg | clockCounter[20] | 6 | 32.46 | clockCounter[2] |
| hold reg to reg | clockCounter[0] | 1 | 0.44 | clockCounter[0] |
[report_power, final]
group / switching [mW] / total, mW / internal, mW / leakage, nW
combinational: 0.00150 / 0.00227 / 0.000768 / 6.22
clock: 0.0108 / 0.0267 / 0.0159 / 0.0371
sequential: 0 / 0.0314 / 0.0314 / 18.2
total: 0.0123 / 0.0604 / 0.0481 / 24.5
[layout make-up]
cell class,instances,area [sq um],share of cell area
inverter,21,78.8,0.000892
tap,2805,3510,0.0397
antenna,3,7.51,0.0000849
timing repair buffer,171,1350,0.0153
clock buffer,3,75.1,0.000849
sequential,2154,63700,0.721
clock inverter,1,7.51,0.0000849
multi-input combinational,1636,19600,0.222
Power is estimated from default activity; no workload was simulated.
